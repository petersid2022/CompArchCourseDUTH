`/design/flow/design.v`:
```
module if_stage (
    input logic        clk,                  
    input logic        rst,                  
    input logic        mem_wb_valid_inst,
    input logic        ex_take_branch_out,   
    input logic [31:0] ex_target_PC_out,     
    input logic [31:0] Imem2proc_data,       
    input logic        should_stall,
    output logic [31:0] proc2Imem_addr,     
    output logic [31:0] if_PC_out,          
    output logic [31:0] if_NPC_out,         
    output logic [31:0] if_IR_out,          
    output logic        if_valid_inst_out   
);
  logic [31:0] PC_reg;   
  logic [31:0] PC_plus_4;
  logic [31:0] next_PC;
  logic        PC_enable;
  assign proc2Imem_addr = {PC_reg[31:2], 2'b0};
  assign if_IR_out = Imem2proc_data;
  assign PC_plus_4 = PC_reg + 4;
  assign next_PC = (ex_take_branch_out) ? ex_target_PC_out : PC_plus_4;
  assign PC_enable = ~should_stall & (if_valid_inst_out | ex_take_branch_out);
  assign if_PC_out = PC_reg;
  assign if_NPC_out = PC_plus_4;
  always_ff @(posedge clk) begin
    if (rst) PC_reg <= 0;   
    else if (PC_enable) PC_reg <= next_PC;   
  end
  assign if_valid_inst_out = 1;
endmodule   
```
`/design/flow/run.sh`:
```
#!/bin/bash
# OpenROAD 26Q1-2900-gdf79404cd8, Yosys 0.63+post, stock flow scripts
make -C /OpenROAD-flow-scripts/flow DESIGN_CONFIG=/design/flow/config.mk WORK_HOME=/design/flow/orfs finish
```
`/design/flow/config.mk`:
```
export PLATFORM = sky130hd
export DESIGN_NAME = if_stage
export DESIGN_NICKNAME = if_stage
export VERILOG_FILES = /design/flow/design.v
export SDC_FILE = /design/flow/constraint.sdc
export NUM_CORES = 4
export LEC_CHECK = 1
export CORE_AREA = 10 10 135 135
export DIE_AREA = 0 0 145 145
```
`/design/flow/constraint.sdc`:
```
current_design if_stage

set clk_period 5.2
set clk_io_pct 0.2

create_clock -name clk0 -period $clk_period [get_ports {clk}]

set non_clock_inputs [all_inputs -no_clocks]
set_input_delay [expr $clk_period * $clk_io_pct] -clock clk0 $non_clock_inputs
set_output_delay [expr $clk_period * $clk_io_pct] -clock clk0 [all_outputs]
```
==> results.ini <==
[layout]
comb_area_um2 = 1599
fin_cells = 641
drive_gt1_frac = 0.07209
regArea_um2 = 640.6
finalInstanceArea_um2 = 4029
n_fill_cell = 1631
largest_reg_flops = 32
synthToLayoutAreaGrowth_pct = 40.55

[clock_tree]
holdBufCountCts = 0
path_clk_slew_ps = 60
ctsResizeCount = 0
cts_num_sinks = 32
cts_max_path_buffers = 2
post_cts_buffers = 0
cts_tree = yes
numCtsBuffers = 5
clock_latency_ps = 280
ctsHtreeMaxLevel = 2
root_buffer = clkbuf_16

[sta]
slew_viol_final = 0
fin_setup_tns_ps = 0
worst_slew_pin_slew_ps = 666.4
worst_slack_ps = 1380
rsz0062_at_grt = no
period_used_share = 0.7347
finClkSkew_ps = 5.648
finalHoldViolCount = 0
setup_viol = 0
period_minus_slack_ps = 3820
slew_headroom = 0.5558
hold_ws_ps = 526.5
clock.fmax_mhz = 261.8

[worst_setup_path]
arrival_ps = 2780
critPathLaunchType = register
path_class = register to output port
reg2reg_depth = 6
reg2reg_slack_ps = 2870
timing.rr.end = PC_reg[24]
end_kind = output port
crit_required_ps = 4160
r2r_start = PC_reg[2]
crit_fanout = 9

[grt]
grt_util_all_layers = 0.09681
grt_pass1_vias = 2743
grt_pass1_wl_um = 16480
antenna_found_initial = 0
grt_max_degree = 66
globalRouteOverflowTotal = 0

[floorplanning]
die_height_um = 145
io_pins = 198
die_area_um2 = 21030
coreArea_um2 = 15260
chipWidth_um = 145
row_count = 45
fp_util = 0.1879

[power_and_ir_drop]
p_leak_nw = 1.424
p_per_area_nw_per_um2 = 205.1
max-vdd-ir-drop_mv = 0.1204

[run_status]
outcome = finished, final reports clean

[placed_design]
dp.cells = 633
dp_hpwl_um = 8069
placed_cell_area_um2 = 3846
pre_cts_slack_ps = 1672
portBuffers = 129
routabilityCongestion = 0.8459

[logic_synthesis]
yosys_area_um2 = 2866
ys_seq_share = 0.2235
edf_count = 0
synthCells = 379
syn_area_um2 = 2866
yosysCellCount = 379
ys_ff = 32
yosys_most_used_dff = dfxtp_1
yosys_warnings = 1
synth_area_per_cell_um2 = 7.563
ys_types = 55
async_flop_share = 0

[drt]
wl_per_cell_um = 16.49
diodes = 0
ant_nets = 0
drt_pre_antenna_iters = 4
route.detailed.drc = 0
num_vias = 2764
drtIter0Drc = 183
routed_wl_um = 10570
viasPerCell = 4.312

[min_path]
worstHoldPathType = register to register
worstHoldStart = PC_reg[0]
min_delay_path_depth = 2
holdPathEnd = PC_reg[0]

[job]
cap_violations = 0
tool_warnings = 26

==> metal layers <==
metal | vias to the layer above | track usage | part of all wire
met5 | - | 0 | 0
met2 | 104 | 0.1536 | 0.45
met3 | 9 | 0.03564 | 0.084
met1 | 1287 | 0.1280 | 0.46
met4 | 0 | 0.008172 | 0.0048
li1 | 1364 | - | -
==> cell families after synthesis <==
logic type / after synthesis / share of synthesized area
XOR/XNOR: 28 / 0.08555
flip-flops: 32 / 0.2235
other: 2 / 0.002620
adder cells (fa/ha/maj): 1 / 0.004364
AND/OR/NAND/NOR: 127 / 0.2492
AND-OR/OR-AND: 82 / 0.1833
buffers and inverters: 98 / 0.2200
multiplexers: 9 / 0.03143
==> area by class of cell <==
class                           count  area share
Multi-Input combinational cell    250      0.3969
Timing Repair Buffer              133      0.3267
Sequential cell                    32      0.1590
Tap cell                          211     0.06553
Clock buffer                        7     0.03789
Clock inverter                      1    0.007453
Inverter                            7    0.006522
==> critical path: stages (launching register included) <==
cell	delay, ps
dfxtp_1	490
ha_1	290
and3_1	340
nand2_2	220
or4_4	510
xnor2_1	160
clkdlybuf4s50_1	490
==> Yosys cell counts (6+ instances only) <==
library cell,n,area [um^2]
a21oi_1,25,125.1
buf_4,69,518.0
nor2_1,29,108.9
xnor2_1,16,140.1
mux2i_1,9,90.09
a31oi_1,6,37.54
xor2_1,12,105.1
nand3_1,10,50.05
and3_1,7,43.79
nand2_1,35,131.4
dfxtp_1,32,640.6
nor2b_1,9,56.30
inv_1,6,22.52
o21ai_0,14,70.07
and4_1,6,52.55
clkbuf_1,16,60.06
a22oi_1,9,67.56
==> power by group <==
group	internal, mW	switching [mW]
sequential	0.259	0.0292
combinational	0.114	0.0541
clock	0.253	0.118
==> cell usage in the layout (no fill, tap or decap), types with 2 or more instances in the layout <==
master           instances
o41ai_1                  2
xnor2_1                 16
o2bb2ai_1                2
conb_1                   3
o21ai_0                 14
clkbuf_8                 2
o22ai_1                  2
and3_1                   7
a21oi_1                 25
nor4_2                   5
or2_2                    2
nor3_1                   3
clkdlybuf4s50_1        128
o31ai_1                  4
and4_1                   6
nand3_1                 10
a31oi_1                  6
clkbuf_16                5
a211oi_1                 2
nand4_1                  4
nand4_2                  3
nand3b_1                 2
nor4_1                   2
mux2i_1                  9
nor2b_1                  9
o21ai_1                  2
buf_4                    4
inv_1                    6
nand2_2                  2
o21a_1                   2
nand2_1                 35
dfxtp_1                 32
a22oi_1                  9
nor2_1                  29
o32ai_1                  3
xor2_1                  12
==> worst max-delay path by stage <==
stage                 cells past startpoint  startpoint             end  slack (ps)
after CTS                                 6   PC_reg[2]  if_NPC_out[26]        1340
after global routing                      6  PC_reg[10]  if_NPC_out[29]        1130
final                                     6   PC_reg[2]  if_NPC_out[26]        1380
==> through the flow <==
step | power [mW] | util
floorplan | 0.3722 | -
global placement | 0.4642 | 0.2521
detailed placement | 0.4651 | 0.2521
CTS | 0.8400 | 0.2640
global route | 0.8651 | 0.2640
finish | 0.8264 | 0.2640
No activity file was given, so power comes from the tool's default toggle rates.

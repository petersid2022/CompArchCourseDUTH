==> /design/flow/design.v <==
module wb_stage (
    input logic [31:0] mem_wb_mem_result,
    input logic [31:0] mem_wb_alu_result,
    input logic mem_wb_rd_mem,
    input logic mem_wb_valid_inst,
    output logic [31:0] wb_reg_wr_data_out
);
  assign wb_reg_wr_data_out = (mem_wb_rd_mem & mem_wb_valid_inst) ? mem_wb_mem_result : mem_wb_alu_result;
endmodule
==> /design/flow/run.sh <==
#!/bin/bash
# OpenROAD 26Q1-2900-gdf79404cd8, Yosys 0.63+post, stock flow scripts
make -C /OpenROAD-flow-scripts/flow DESIGN_CONFIG=/design/flow/config.mk WORK_HOME=/design/flow/orfs finish
==> /design/flow/config.mk <==
export PLATFORM = sky130hd
export DESIGN_NAME = wb_stage
export DESIGN_NICKNAME = wb_stage
export VERILOG_FILES = /design/flow/design.v
export SDC_FILE = /design/flow/constraint.sdc
export NUM_CORES = 4
export LEC_CHECK = 1
export CORE_AREA = 10 10 71 71
export DIE_AREA = 0 0 81 81
==> /design/flow/constraint.sdc <==
current_design wb_stage

set clk_period 2.7
set clk_io_pct 0.2

create_clock -name clk0 -period $clk_period

set non_clock_inputs [all_inputs -no_clocks]
set_input_delay [expr $clk_period * $clk_io_pct] -clock clk0 $non_clock_inputs
set_output_delay [expr $clk_period * $clk_io_pct] -clock clk0 [all_outputs]
==> notes.md <==
The run finished with clean final reports. Setup repair after global routing left no endpoint under its margin. The worst setup path is captured at an output port.

For the total DRC errors in the routed layout, the log shows 0. The script logs the mean routed wire length per placed instance as 15.3 um. Leaving out filler cells and counting taps, the final layout contains 182. The data required time reported for the critical path is 2.16 ns.

The average instance in the mapped netlist occupies 15.1 um^2. During I/O placement, the number of pins put on the boundary was 98. The run gives 0 as the share of synthesized area occupied by flip-flops and latches. Max-slew violation count: 0. After layout, the clock buffer instance count stands at 0. The number of antenna diodes in the final layout is 0.

The top cell type in the final layout, fill and taps aside, is sky130_fd_sc_hd__clkdlybuf4s50_1. The total overflow left after global routing is 0. The static power due to leakage was 0.697 nW; the area taken by flip-flops and latches was 0 um^2. Detailed placement finished with a half-perimeter wire length of 2.62 mm. The top cell types in the final layout, fill and taps aside, are sky130_fd_sc_hd__clkdlybuf4s50_1, sky130_fd_sc_hd__mux2_4, sky130_fd_sc_hd__buf_12, sky130_fd_sc_hd__mux2_2, sky130_fd_sc_hd__nand2_4.

The tools report the total power draw as 250 uW. For the met3 demand-to-capacity share in global routing, the log shows 0.0323. The run gives 328 as the number of filler instances in the final layout.

The number of maximum-capacitance violations recorded for the run is 0. Wires add up to 2.78 mm. The largest vdd supply drop is 0.0556 mV, and the time the final worst path needs with I/O delays and setup is 2.58 ns. The floorplan has 22 rows. With the yosys-reported design area after synthesis at 544 um^2, the DRC violation total after the first TritonRoute iteration is 7. The initial antenna violation count came out at 0.

The biggest area contributor in the post-synthesis netlist is sky130_fd_sc_hd__mux2_4. The transition time recorded at the tightest slew-check pin is 0.121 ns. For the number of standard cells after synthesis, the log shows 36. The critical path maximum fanout is 11. The run gives 0 for the flop count.

RePlAce ended its routability-driven mode at a weighted congestion of 0.924. The initial cell density of the core came out at 0.150. On the critical path the data arrives at 2.04 ns. The core region is 3630 um^2. Buffers inserted to repair hold after CTS numbered 0.

The share of cells above drive strength 1 works out to 0.269. The synthesis-to-layout area growth came out at 191%. The number of search-and-repair iterations in the first detailed-routing pass is 2.

The type of the setup path with the least slack is in2out. The report gives the cell count of the worst hold path as 3. With the final-report setup violation count at 0, the achievable frequency is 0.388 GHz.

The detailed-route via count is 701, and the power density of the placed cells is 157 nW/um^2. The final hold violation count recorded for this run is 0. The type of element launching the critical path is an input port.

The hold path startpoint is mem_wb_mem_result[7]. Entering global routing, the biggest net connects 12 pins. Counting tap cells, the placed design contains a total of 182 instances. For this run, the number of Yosys warnings is 0. Looking at the hold checks, the worst path lands on wb_reg_wr_data_out[7].

In this run the cell area of the synthesized design comes to 544 um^2. The run gives 0 ns for the setup TNS after final layout. In this run the most used layer during global routing was met2. The run gives 81 um for the floorplan die width. Final hold analysis gives a worst-case slack of 2.11 ns.

The logs give 0.135 for the met2 layer usage reported by global route and 0 for the count of antenna-violating nets left after detailed routing. Dividing the detail-routed via count by the number of cells gives 3.85. The main area contributors are sky130_fd_sc_hd__mux2_4, sky130_fd_sc_hd__buf_12, sky130_fd_sc_hd__mux2_2, sky130_fd_sc_hd__nand2_4.

Worst max-slew margin expressed relative to the limit: 0.919. The gate-level netlist out of Yosys references 4 unique cell types. The number of setup buffers added after CTS came out at 0. The global-route total usage across every layer is 0.0765, and the vertical die dimension is 81 um.

With the met1 routing resource usage after global routing at 0.0896, the quantity of I/O buffers inserted on ports is 98. The first global-routing pass estimated 4.06 mm of wire. The OpenROAD warning count was 32; the count of instances resized after the clock tree is built was 0. Per the OpenROAD floorplan log, the area of the die is 6560 um^2.

Yosys stat counts 36 cells in the synthesized netlist. The share of the synthesized area in the top cell type is 0.828. Via count of the first global-routing pass: 792. According to the hold report, the worst path is of the in2out type.

Share of the cycle needed by the critical path after routing: 0.955.
-- layout make-up --
type	count	area (um^2)	area share
Timing Repair Buffer	101	1040	0.657
Multi-Input combinational cell	33	484	0.305
Tap cell	48	60.1	0.0379
-- stage by stage --
stage / setup WS [ns] / instance area, um^2 / util
floorplan: 1.09 / 544 / -
global placement: 0.124 / 1590 / 0.436
detailed placement: 0.109 / 1590 / 0.436
CTS: 0.109 / 1590 / 0.436
global route: 0.0619 / 1590 / 0.436
finish: 0.121 / 1590 / 0.436
-- cell usage after synthesis --
master                    number
sky130_fd_sc_hd__nand2_4       1
sky130_fd_sc_hd__buf_12        3
sky130_fd_sc_hd__mux2_2        2
sky130_fd_sc_hd__mux2_4       30
-- critical path, cell delays in order --
cell                              delay [ns]
sky130_fd_sc_hd__clkdlybuf4s50_1        0.50
sky130_fd_sc_hd__nand2_4                0.10
sky130_fd_sc_hd__buf_12                 0.16
sky130_fd_sc_hd__mux2_4                 0.29
sky130_fd_sc_hd__clkdlybuf4s50_1        0.44
-- power by group --
| part | total (mW) | switching [mW] | internal [mW] |
|---|---|---|---|
| registers | 0 | 0 | 0 |
| clock network | 0 | 0 | 0 |
| logic | 0.250 | 0.0451 | 0.205 |
-- how the worst max path moves through the flow --
stage / start / endpoint
6_report: mem_wb_valid_inst / wb_reg_wr_data_out[4]
4_1_cts: mem_wb_valid_inst / wb_reg_wr_data_out[4]
5_1_grt: mem_wb_rd_mem / wb_reg_wr_data_out[30]
-- kinds of logic (layout without fill, tap and decap cells) --
| kind of cell | count (synthesis) | in the layout | synth area share |
|---|---|---|---|
| AND/OR/NAND/NOR | 1 | 1 | 0.0207 |
| multiplexers | 32 | 32 | 0.869 |
| buffers and inverters | 3 | 101 | 0.110 |
-- per-layer routing --
| layer | vias up | part of all wire |
|---|---|---|
| li1 | 333 | - |
| met1 | 314 | 0.38 |
| met2 | 54 | 0.48 |
| met3 | 0 | 0.14 |
| met4 | 0 | 0 |
| met5 | - | 0 |
Power and IR drop assume default switching activity.
